File: ./run.sh
#!/bin/bash
# OpenROAD 26Q1-2900-gdf79404cd8, Yosys 0.63+post, stock flow scripts
make -C /OpenROAD-flow-scripts/flow DESIGN_CONFIG=/design/flow/config.mk WORK_HOME=/design/flow/orfs finish
File: ./config.mk
export PLATFORM = sky130hd
export DESIGN_NAME = sec_encoder_136_128
export DESIGN_NICKNAME = sec_encoder_136_128
export VERILOG_FILES = /design/flow/design.v
export SDC_FILE = /design/flow/constraint.sdc
export NUM_CORES = 4
export LEC_CHECK = 1
export CORE_UTILIZATION = 30
File: ./constraint.sdc
current_design sec_encoder_136_128

set clk_period 3.0
set clk_io_pct 0.2

create_clock -name clk0 -period $clk_period

set non_clock_inputs [all_inputs -no_clocks]
set_input_delay [expr $clk_period * $clk_io_pct] -clock clk0 $non_clock_inputs
set_output_delay [expr $clk_period * $clk_io_pct] -clock clk0 [all_outputs]
File: ./design.v
module sec_encoder_136_128 (
    data_in,
    code_out
);
    input  [127:0] data_in;      
    output [135:0] code_out;     
    wire [7:0] parity_bits;      
    assign parity_bits[0] = data_in[0] ^ data_in[1] ^ data_in[3] ^ data_in[4] ^ 
                           data_in[6] ^ data_in[8] ^ data_in[10] ^ data_in[11] ^ 
                           data_in[13] ^ data_in[15] ^ data_in[17] ^ data_in[19] ^ 
                           data_in[21] ^ data_in[23] ^ data_in[25] ^ data_in[26] ^ 
                           data_in[28] ^ data_in[30] ^ data_in[32] ^ data_in[34] ^ 
                           data_in[36] ^ data_in[38] ^ data_in[40] ^ data_in[42] ^ 
                           data_in[44] ^ data_in[46] ^ data_in[48] ^ data_in[50] ^ 
                           data_in[52] ^ data_in[54] ^ data_in[56] ^ data_in[57] ^ 
                           data_in[59] ^ data_in[61] ^ data_in[63] ^ data_in[65] ^ 
                           data_in[67] ^ data_in[69] ^ data_in[71] ^ data_in[73] ^ 
                           data_in[75] ^ data_in[77] ^ data_in[79] ^ data_in[81] ^ 
                           data_in[83] ^ data_in[85] ^ data_in[87] ^ data_in[89] ^ 
                           data_in[90] ^ data_in[92] ^ data_in[94] ^ data_in[96] ^ 
                           data_in[98] ^ data_in[100] ^ data_in[102] ^ data_in[104] ^ 
                           data_in[106] ^ data_in[108] ^ data_in[110] ^ data_in[112] ^ 
                           data_in[114] ^ data_in[116] ^ data_in[118] ^ data_in[120] ^ 
                           data_in[121] ^ data_in[123] ^ data_in[125] ^ data_in[127];
    assign parity_bits[1] = data_in[0] ^ data_in[2] ^ data_in[3] ^ data_in[5] ^ 
                           data_in[6] ^ data_in[8] ^ data_in[9] ^ data_in[11] ^ 
                           data_in[12] ^ data_in[14] ^ data_in[15] ^ data_in[17] ^ 
                           data_in[18] ^ data_in[20] ^ data_in[21] ^ data_in[23] ^ 
                           data_in[24] ^ data_in[26] ^ data_in[27] ^ data_in[29] ^ 
                           data_in[30] ^ data_in[32] ^ data_in[33] ^ data_in[35] ^ 
                           data_in[36] ^ data_in[38] ^ data_in[39] ^ data_in[41] ^ 
                           data_in[42] ^ data_in[44] ^ data_in[45] ^ data_in[47] ^ 
                           data_in[48] ^ data_in[50] ^ data_in[51] ^ data_in[53] ^ 
                           data_in[54] ^ data_in[56] ^ data_in[57] ^ data_in[59] ^ 
                           data_in[60] ^ data_in[62] ^ data_in[63] ^ data_in[65] ^ 
                           data_in[66] ^ data_in[68] ^ data_in[69] ^ data_in[71] ^ 
                           data_in[72] ^ data_in[74] ^ data_in[75] ^ data_in[77] ^ 
                           data_in[78] ^ data_in[80] ^ data_in[81] ^ data_in[83] ^ 
                           data_in[84] ^ data_in[86] ^ data_in[87] ^ data_in[89] ^ 
                           data_in[90] ^ data_in[92] ^ data_in[93] ^ data_in[95] ^ 
                           data_in[96] ^ data_in[98] ^ data_in[99] ^ data_in[101] ^ 
                           data_in[102] ^ data_in[104] ^ data_in[105] ^ data_in[107] ^ 
                           data_in[108] ^ data_in[110] ^ data_in[111] ^ data_in[113] ^ 
                           data_in[114] ^ data_in[116] ^ data_in[117] ^ data_in[119] ^ 
                           data_in[120] ^ data_in[122] ^ data_in[123] ^ data_in[125] ^ 
                           data_in[126];
    assign parity_bits[2] = data_in[1] ^ data_in[2] ^ data_in[3] ^ data_in[7] ^ 
                           data_in[8] ^ data_in[9] ^ data_in[10] ^ data_in[14] ^ 
                           data_in[15] ^ data_in[16] ^ data_in[17] ^ data_in[21] ^ 
                           data_in[22] ^ data_in[23] ^ data_in[24] ^ data_in[28] ^ 
                           data_in[29] ^ data_in[30] ^ data_in[31] ^ data_in[35] ^ 
                           data_in[36] ^ data_in[37] ^ data_in[38] ^ data_in[42] ^ 
                           data_in[43] ^ data_in[44] ^ data_in[45] ^ data_in[49] ^ 
                           data_in[50] ^ data_in[51] ^ data_in[52] ^ data_in[56] ^ 
                           data_in[57] ^ data_in[58] ^ data_in[59] ^ data_in[63] ^ 
                           data_in[64] ^ data_in[65] ^ data_in[66] ^ data_in[70] ^ 
                           data_in[71] ^ data_in[72] ^ data_in[73] ^ data_in[77] ^ 
                           data_in[78] ^ data_in[79] ^ data_in[80] ^ data_in[84] ^ 
                           data_in[85] ^ data_in[86] ^ data_in[87] ^ data_in[91] ^ 
                           data_in[92] ^ data_in[93] ^ data_in[94] ^ data_in[98] ^ 
                           data_in[99] ^ data_in[100] ^ data_in[101] ^ data_in[105] ^ 
                           data_in[106] ^ data_in[107] ^ data_in[108] ^ data_in[112] ^ 
                           data_in[113] ^ data_in[114] ^ data_in[115] ^ data_in[119] ^ 
                           data_in[120] ^ data_in[121] ^ data_in[122] ^ data_in[126] ^ 
                           data_in[127];
    assign parity_bits[3] = data_in[4] ^ data_in[5] ^ data_in[6] ^ data_in[7] ^ 
                           data_in[11] ^ data_in[12] ^ data_in[13] ^ data_in[14] ^ 
                           data_in[18] ^ data_in[19] ^ data_in[20] ^ data_in[21] ^ 
                           data_in[25] ^ data_in[26] ^ data_in[27] ^ data_in[28] ^ 
                           data_in[32] ^ data_in[33] ^ data_in[34] ^ data_in[35] ^ 
                           data_in[39] ^ data_in[40] ^ data_in[41] ^ data_in[42] ^ 
                           data_in[46] ^ data_in[47] ^ data_in[48] ^ data_in[49] ^ 
                           data_in[53] ^ data_in[54] ^ data_in[55] ^ data_in[56] ^ 
                           data_in[60] ^ data_in[61] ^ data_in[62] ^ data_in[63] ^ 
                           data_in[67] ^ data_in[68] ^ data_in[69] ^ data_in[70] ^ 
                           data_in[74] ^ data_in[75] ^ data_in[76] ^ data_in[77] ^ 
                           data_in[81] ^ data_in[82] ^ data_in[83] ^ data_in[84] ^ 
                           data_in[88] ^ data_in[89] ^ data_in[90] ^ data_in[91] ^ 
                           data_in[95] ^ data_in[96] ^ data_in[97] ^ data_in[98] ^ 
                           data_in[102] ^ data_in[103] ^ data_in[104] ^ data_in[105] ^ 
                           data_in[109] ^ data_in[110] ^ data_in[111] ^ data_in[112] ^ 
                           data_in[116] ^ data_in[117] ^ data_in[118] ^ data_in[119] ^ 
                           data_in[123] ^ data_in[124] ^ data_in[125] ^ data_in[126];
    assign parity_bits[4] = data_in[15] ^ data_in[16] ^ data_in[17] ^ data_in[18] ^ 
                           data_in[19] ^ data_in[20] ^ data_in[21] ^ data_in[22] ^ 
                           data_in[23] ^ data_in[24] ^ data_in[25] ^ data_in[26] ^ 
                           data_in[27] ^ data_in[28] ^ data_in[29] ^ data_in[30] ^ 
                           data_in[46] ^ data_in[47] ^ data_in[48] ^ data_in[49] ^ 
                           data_in[50] ^ data_in[51] ^ data_in[52] ^ data_in[53] ^ 
                           data_in[54] ^ data_in[55] ^ data_in[56] ^ data_in[57] ^ 
                           data_in[58] ^ data_in[59] ^ data_in[60] ^ data_in[61] ^ 
                           data_in[77] ^ data_in[78] ^ data_in[79] ^ data_in[80] ^ 
                           data_in[81] ^ data_in[82] ^ data_in[83] ^ data_in[84] ^ 
                           data_in[85] ^ data_in[86] ^ data_in[87] ^ data_in[88] ^ 
                           data_in[89] ^ data_in[90] ^ data_in[91] ^ data_in[92] ^ 
                           data_in[108] ^ data_in[109] ^ data_in[110] ^ data_in[111] ^ 
                           data_in[112] ^ data_in[113] ^ data_in[114] ^ data_in[115] ^ 
                           data_in[116] ^ data_in[117] ^ data_in[118] ^ data_in[119] ^ 
                           data_in[120] ^ data_in[121] ^ data_in[122] ^ data_in[123];
    assign parity_bits[5] = data_in[31] ^ data_in[32] ^ data_in[33] ^ data_in[34] ^ 
                           data_in[35] ^ data_in[36] ^ data_in[37] ^ data_in[38] ^ 
                           data_in[39] ^ data_in[40] ^ data_in[41] ^ data_in[42] ^ 
                           data_in[43] ^ data_in[44] ^ data_in[45] ^ data_in[46] ^ 
                           data_in[47] ^ data_in[48] ^ data_in[49] ^ data_in[50] ^ 
                           data_in[51] ^ data_in[52] ^ data_in[53] ^ data_in[54] ^ 
                           data_in[55] ^ data_in[56] ^ data_in[57] ^ data_in[58] ^ 
                           data_in[59] ^ data_in[60] ^ data_in[61] ^ data_in[62] ^ 
                           data_in[93] ^ data_in[94] ^ data_in[95] ^ data_in[96] ^ 
                           data_in[97] ^ data_in[98] ^ data_in[99] ^ data_in[100] ^ 
                           data_in[101] ^ data_in[102] ^ data_in[103] ^ data_in[104] ^ 
                           data_in[105] ^ data_in[106] ^ data_in[107] ^ data_in[108] ^ 
                           data_in[109] ^ data_in[110] ^ data_in[111] ^ data_in[112] ^ 
                           data_in[113] ^ data_in[114] ^ data_in[115] ^ data_in[116] ^ 
                           data_in[117] ^ data_in[118] ^ data_in[119] ^ data_in[120] ^ 
                           data_in[121] ^ data_in[122] ^ data_in[123] ^ data_in[124];
    assign parity_bits[6] = data_in[63] ^ data_in[64] ^ data_in[65] ^ data_in[66] ^ 
                           data_in[67] ^ data_in[68] ^ data_in[69] ^ data_in[70] ^ 
                           data_in[71] ^ data_in[72] ^ data_in[73] ^ data_in[74] ^ 
                           data_in[75] ^ data_in[76] ^ data_in[77] ^ data_in[78] ^ 
                           data_in[79] ^ data_in[80] ^ data_in[81] ^ data_in[82] ^ 
                           data_in[83] ^ data_in[84] ^ data_in[85] ^ data_in[86] ^ 
                           data_in[87] ^ data_in[88] ^ data_in[89] ^ data_in[90] ^ 
                           data_in[91] ^ data_in[92] ^ data_in[93] ^ data_in[94] ^ 
                           data_in[95] ^ data_in[96] ^ data_in[97] ^ data_in[98] ^ 
                           data_in[99] ^ data_in[100] ^ data_in[101] ^ data_in[102] ^ 
                           data_in[103] ^ data_in[104] ^ data_in[105] ^ data_in[106] ^ 
                           data_in[107] ^ data_in[108] ^ data_in[109] ^ data_in[110] ^ 
                           data_in[111] ^ data_in[112] ^ data_in[113] ^ data_in[114] ^ 
                           data_in[115] ^ data_in[116] ^ data_in[117] ^ data_in[118] ^ 
                           data_in[119] ^ data_in[120] ^ data_in[121] ^ data_in[122] ^ 
                           data_in[123] ^ data_in[124] ^ data_in[125] ^ data_in[126];
    assign parity_bits[7] = data_in[127];
    assign code_out = {
        data_in[127:121],
        parity_bits[7],
        data_in[120:58],
        parity_bits[6],
        data_in[57:27],
        parity_bits[5],
        data_in[26:12],
        parity_bits[4],
        data_in[11:5],
        parity_bits[3],
        data_in[4:2],
        parity_bits[2],
        data_in[1],
        parity_bits[1],
        parity_bits[0],
        data_in[0]
    };
endmodule
==> job_summary.md <==
## Synthesis and layout report

| Metric | Value |
|---|---|
| Final period util | 105% |
| DRT iter0 DRCs | 60 |
| HP Class | input pin to output port |
| Critical Path RT | ~2.4 ns |
| Count of cell types in the netlist | 7 |
| Sequential cells | 0 |
| Row cnt | 38 |
| First-pass GRT wire length | ~16000 um |
| Tool warning count | 34 |
| Via count | 2895 |
| Wire length per cell | 14.9 um |
| Worst Setup Slack, final | -0.157 ns |
| RSZ-0062 raised after global routing | true |
| GPL Wtd Cong | 0.803 |
| Hold_ws | 1.67 ns |
| Fill cells | 851 |
| Initial antenna violation count | 1 |
| Arrival @ worst endpoint | about 2.6 ns |
| Core area | 0.0109 mm^2 |
| Worst Setup End Kind | output port |
| Final instance area | approximately 0.0069 mm^2 |
| Tot GR Track Use | 19.1% |
| Yosys stat cell total | 318 |
| Dpl hpwl | 9540 um |
| GRT overflow | 0 |
| Yosys top cell by area | xnor3_1 |
| Worst Max-Slew Pin Slew | 0.311 ns |
| Dpl ws | -0.903 ns |
| Vias in the first global route | between 2000 and 3000 |
| Final Core Density | 63.2% |
| Sequential area share after synthesis | 0% |
| Hold wc startpoint | data_in[104] |
| Yosys synthesis chip area | 0.00336 mm^2 |
| Dpl cells | between 600 and 700 |
| CP Launch Point | data_in[104] |
| Final Setup Violations | 6 |
| Crit Path Class | input pin to output port |
| Non-filler cells, final | between 700 and 800 |
| Mapped Area | 0.00336 mm^2 |
| Minimum clock period | about 3.2 ns |
| Synth Instances | ~320 |
| CP Max Fanout | 2 |
| Die area | between 0.01 and 0.015 mm^2 |
| Leakage power | roughly 3.5 nW |
| Comb. cell area | 0.00313 mm^2 |
| Total wire length | 11000 um |
| Failing checks | setup timing |
| Die height | 108 um |
| Outcome | complete, but fails checks |
| F_max | 317 MHz |
| # port buffers | between 200 and 300 |
| P&R area growth vs syn | 105% |
| Library cell with the highest instance count after synthesis | buf_4 |
| Post-placement cell area | 0.00595 mm^2 |
| Max Slew Vio Count | 0 |
| Rel. slew slack | 79.1% |
| Final Hold Vio Count | 0 |
| Power Dens Cells | 496 mW/mm^2 |
| DRC | 0 |
| Largest net degree at the start of global routing | 4 |
| Seq. cell area | 0 um^2 |
| Top cells by count | buf_4, xnor2_1, xnor3_1 |
| Drt pass-1 iters | 4 |
| Io pins | roughly 260 |
| Top cell area share | 30.8% |
| Yosys warning tally | 0 |
| CP Launch Type | input pin |
| Synth area leaders | xnor3_1, buf_4, xnor2_1 |
| Share of cells above drive strength 1 | 51.3% |
| Fp util | 30.9% |
| Number of clock buffers in the layout | 0 |
| Die Wd | roughly 110 um |
| Hold Buf Count CTS | 0 |
| Vias/cell | around 4 |
| Avg Inst Size Synth | 10.6 um^2 |
| VDD IR-drop max | 449 uV |
| DRT antenna net count | 0 |
| Max Cap Viol | 0 |
[cells by family after synthesis]
logic type	Yosys count	share of synthesized area, %
buffers and inverters	129	28.8
xor gates and xnor gates	189	71.2
[metrics by stage]
step,setup TNS (ns),total power [mW]
finish,-0.453,3.41
global route,-0.913,3.65
floorplan,0,1.62
global placement,-5.84,3.14
CTS,-1.08,3.29
detailed placement,-5.83,3.13
[critical path, cell delays in order]
cell     delay, ns
buf_6         0.07
xnor3_2       0.43
buf_6         0.13
xnor3_2       0.40
xnor2_2       0.15
buf_4         0.15
xor2_2        0.14
xnor3_1       0.33
buf_2         0.14
[where the power goes]
group | total [mW] | switching [mW] | internal [mW]
Clock | 0.0000000446 | 0 | 0.0000000446
Combinational | 3.41 | 1.10 | 2.32
Sequential | 0 | 0 | 0
Total | 3.41 | 1.10 | 2.32
[what timing repair did]
item                                   CTS  global route
setup endpoints to repair                7             7
endpoints found under the hold margin    0             0
buffers inserted                        33            17
gates resized                          367           107
pin swaps                              125            73
gates cloned                             0             0
[per-layer routing]
layer	vias up	track usage, %	share of wire (%)
li1	1444	-	-
met1	1309	27.2	43
met2	142	32.9	50
met5	-	0	0
met3	0	3.27	7.8
met4	0	0	0
[placed cells by master (no fill, tap or decap), drive strengths merged, types with 2 or more instances in the layout]
cell type	count
xor3	2
clkbuf	20
dlymetal6s2s	3
buf	177
clkdlybuf4s15	34
xor2	29
xnor2	108
dlygate4sd2	42
xnor3	50
clkdlybuf4s50	129
[path summary, 6_finish.rpt]
check | end | cells after the start
max | code_out[2] | 9
min | code_out[111] | 2
[cell type report]
class              instances  share of cell area (%)
repair buffers           405                    51.9
well taps                140                    2.54
diodes                     1                  0.0364
multi-input cells        189                    45.5
No activity file was given, so power comes from the tool's default toggle rates.

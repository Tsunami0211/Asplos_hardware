$ cat ./config.mk
export PLATFORM = sky130hd
export DESIGN_NAME = rs_decoder_10_8
export DESIGN_NICKNAME = rs_decoder_10_8
export VERILOG_FILES = /design/flow/design.v
export SDC_FILE = /design/flow/constraint.sdc
export NUM_CORES = 4
export LEC_CHECK = 1
export CORE_UTILIZATION = 50
$ cat ./constraint.sdc
current_design rs_decoder_10_8

set clk_period 5.1
set clk_io_pct 0.2

create_clock -name clk0 -period $clk_period [get_ports {clk}]

set non_clock_inputs [all_inputs -no_clocks]
set_input_delay [expr $clk_period * $clk_io_pct] -clock clk0 $non_clock_inputs
set_output_delay [expr $clk_period * $clk_io_pct] -clock clk0 [all_outputs]
$ cat ./run.sh
#!/bin/bash
# OpenROAD 26Q1-2900-gdf79404cd8, Yosys 0.63+post, stock flow scripts
make -C /OpenROAD-flow-scripts/flow DESIGN_CONFIG=/design/flow/config.mk WORK_HOME=/design/flow/orfs finish
$ cat ./design.v
module rs_decoder_10_8 (
    input  clk,
    input  rst_n,
    input  start,                    
    input  [79:0] received_code,     
    output [63:0] decoded_data,      
    output reg error_detected,       
    output reg error_corrected,      
    output reg [3:0] error_position, 
    output reg valid_out             
);
    integer j, k, init_idx;
    wire [7:0] rx_sym0, rx_sym1, rx_sym2, rx_sym3, rx_sym4;
    wire [7:0] rx_sym5, rx_sym6, rx_sym7, rx_sym8, rx_sym9;
    assign rx_sym0 = received_code[7:0];
    assign rx_sym1 = received_code[15:8];
    assign rx_sym2 = received_code[23:16];
    assign rx_sym3 = received_code[31:24];
    assign rx_sym4 = received_code[39:32];
    assign rx_sym5 = received_code[47:40];
    assign rx_sym6 = received_code[55:48];
    assign rx_sym7 = received_code[63:56];
    assign rx_sym8 = received_code[71:64];
    assign rx_sym9 = received_code[79:72];
    reg [7:0] corrected_symbol_0, corrected_symbol_1, corrected_symbol_2, corrected_symbol_3, corrected_symbol_4;
    reg [7:0] corrected_symbol_5, corrected_symbol_6, corrected_symbol_7, corrected_symbol_8, corrected_symbol_9;
    reg [3:0] state;
    parameter IDLE = 4'd0;
    parameter CALC_SYNDROME = 4'd1;
    parameter CHECK_ERROR = 4'd2;
    parameter FIND_ERROR_POS = 4'd3;
    parameter CALC_ERROR_VALUE = 4'd4;
    parameter CORRECT_ERROR = 4'd5;
    parameter DONE = 4'd6;
    reg [3:0] calc_cnt;
    reg [7:0] syndrome_0, syndrome_1;
    reg [7:0] error_locator;   
    reg [7:0] error_value;
    reg [7:0] gf_mult_a, gf_mult_b;
    wire [7:0] gf_mult_result;
    reg [7:0] gf_inv_a;
    wire [7:0] gf_inv_result;
    reg [7:0] gf_pow_base;
    wire [7:0] gf_pow_result;
    reg [3:0] gf_pow_exp;
    gf256_mult gf_mult_inst (
        .a(gf_mult_a),
        .b(gf_mult_b),
        .result(gf_mult_result)
    );
    gf256_inverse gf_inv_inst (
        .a(gf_inv_a),
        .result(gf_inv_result)
    );
    gf256_power gf_pow_inst (
        .base(gf_pow_base),
        .exp(gf_pow_exp),
        .result(gf_pow_result)
    );
    always @(posedge clk or negedge rst_n) begin
        if (!rst_n) begin
            state <= IDLE;
            calc_cnt <= 4'd0;
            syndrome_0 <= 8'd0;
            syndrome_1 <= 8'd0;
            error_detected <= 1'b0;
            error_corrected <= 1'b0;
            error_position <= 4'd0;
            valid_out <= 1'b0;
            error_locator <= 8'd0;
            error_value <= 8'd0;
            corrected_symbol_0 <= 8'd0; corrected_symbol_1 <= 8'd0; corrected_symbol_2 <= 8'd0;
            corrected_symbol_3 <= 8'd0; corrected_symbol_4 <= 8'd0; corrected_symbol_5 <= 8'd0;
            corrected_symbol_6 <= 8'd0; corrected_symbol_7 <= 8'd0; corrected_symbol_8 <= 8'd0;
            corrected_symbol_9 <= 8'd0;
        end else begin
            case (state)
                IDLE: begin
                    valid_out <= 1'b0;
                    error_detected <= 1'b0;
                    error_corrected <= 1'b0;
                    calc_cnt <= 4'd0;
                    syndrome_0 <= 8'd0;
                    syndrome_1 <= 8'd0;
                    corrected_symbol_0 <= rx_sym0;
                    corrected_symbol_1 <= rx_sym1;
                    corrected_symbol_2 <= rx_sym2;
                    corrected_symbol_3 <= rx_sym3;
                    corrected_symbol_4 <= rx_sym4;
                    corrected_symbol_5 <= rx_sym5;
                    corrected_symbol_6 <= rx_sym6;
                    corrected_symbol_7 <= rx_sym7;
                    corrected_symbol_8 <= rx_sym8;
                    corrected_symbol_9 <= rx_sym9;
                    if (start) begin
                        state <= CALC_SYNDROME;
                    end
                end
                CALC_SYNDROME: begin
                    if (calc_cnt < 10) begin
                        syndrome_0 <= syndrome_0 ^ gf_mult_result;
                        syndrome_1 <= syndrome_1 ^ gf_pow_result;
                        calc_cnt <= calc_cnt + 1;
                    end else begin
                        state <= CHECK_ERROR;
                        calc_cnt <= 4'd0;
                    end
                end
                CHECK_ERROR: begin
                    if (syndrome_0 == 8'd0 && syndrome_1 == 8'd0) begin
                        error_detected <= 1'b0;
                        error_corrected <= 1'b0;
                        state <= DONE;
                    end else begin
                        error_detected <= 1'b1;
                        state <= FIND_ERROR_POS;
                    end
                end
                FIND_ERROR_POS: begin
                    error_locator <= syndrome_0;
                    state <= CALC_ERROR_VALUE;
                end
                CALC_ERROR_VALUE: begin
                    error_value <= syndrome_0;
                    if (calc_cnt < 10) begin
                        if (gf_pow_result == gf_inv_result) begin
                            error_position <= calc_cnt;
                            state <= CORRECT_ERROR;
                            calc_cnt <= 4'd0;
                        end else begin
                            calc_cnt <= calc_cnt + 1;
                        end
                    end else begin
                        error_detected <= 1'b1;
                        error_corrected <= 1'b0;
                        state <= DONE;
                        calc_cnt <= 4'd0;
                    end
                end
                CORRECT_ERROR: begin
                    case (error_position)
                        4'd0: corrected_symbol_0 <= corrected_symbol_0 ^ error_value;
                        4'd1: corrected_symbol_1 <= corrected_symbol_1 ^ error_value;
                        4'd2: corrected_symbol_2 <= corrected_symbol_2 ^ error_value;
                        4'd3: corrected_symbol_3 <= corrected_symbol_3 ^ error_value;
                        4'd4: corrected_symbol_4 <= corrected_symbol_4 ^ error_value;
                        4'd5: corrected_symbol_5 <= corrected_symbol_5 ^ error_value;
                        4'd6: corrected_symbol_6 <= corrected_symbol_6 ^ error_value;
                        4'd7: corrected_symbol_7 <= corrected_symbol_7 ^ error_value;
                        4'd8: corrected_symbol_8 <= corrected_symbol_8 ^ error_value;
                        4'd9: corrected_symbol_9 <= corrected_symbol_9 ^ error_value;
                        default: begin
                        end
                    endcase
                    error_corrected <= 1'b1;
                    state <= DONE;
                end
                DONE: begin
                    valid_out <= 1'b1;
                    if (!start) begin
                        state <= IDLE;
                        valid_out <= 1'b0;
                    end
                end
                default: state <= IDLE;
            endcase
        end
    end
    reg [7:0] current_received_symbol;
    always @(*) begin
        case (calc_cnt)
            4'd0: current_received_symbol = rx_sym0;
            4'd1: current_received_symbol = rx_sym1;
            4'd2: current_received_symbol = rx_sym2;
            4'd3: current_received_symbol = rx_sym3;
            4'd4: current_received_symbol = rx_sym4;
            4'd5: current_received_symbol = rx_sym5;
            4'd6: current_received_symbol = rx_sym6;
            4'd7: current_received_symbol = rx_sym7;
            4'd8: current_received_symbol = rx_sym8;
            4'd9: current_received_symbol = rx_sym9;
            default: current_received_symbol = 8'h00;
        endcase
    end
    always @(*) begin
        case (state)
            CALC_SYNDROME: begin
                gf_mult_a = current_received_symbol;
                gf_mult_b = 8'h02;  
                gf_pow_base = 8'h02;
                gf_pow_exp = {1'b0, calc_cnt[2:0]} << 1;  
                gf_inv_a = 8'h00;
            end
            CALC_ERROR_VALUE: begin
                gf_mult_a = 8'h00;
                gf_mult_b = 8'h00;
                gf_pow_base = 8'h02;
                gf_pow_exp = calc_cnt;
                gf_inv_a = error_locator;
            end
            default: begin
                gf_mult_a = 8'h00;
                gf_mult_b = 8'h00;
                gf_pow_base = 8'h02;
                gf_pow_exp = 4'h0;
                gf_inv_a = 8'h00;
            end
        endcase
    end
    assign decoded_data = {corrected_symbol_7, corrected_symbol_6, 
                          corrected_symbol_5, corrected_symbol_4,
                          corrected_symbol_3, corrected_symbol_2, 
                          corrected_symbol_1, corrected_symbol_0};
endmodule
module gf256_inverse (
    input  [7:0] a,
    output [7:0] result
);
    integer i;
    reg [7:0] inv_result;
    always @(*) begin
        case (a)
            8'h00: inv_result = 8'h00;  
            8'h01: inv_result = 8'h01;  
            8'h02: inv_result = 8'h8D;  
            8'h03: inv_result = 8'hF6;  
            8'h04: inv_result = 8'hCB;  
            8'h05: inv_result = 8'h52;  
            8'h06: inv_result = 8'h7B;  
            8'h07: inv_result = 8'hD1;  
            8'h08: inv_result = 8'hE8;  
            8'h09: inv_result = 8'h4F;  
            8'h0A: inv_result = 8'h29;  
            8'h0B: inv_result = 8'hC0;  
            8'h0C: inv_result = 8'hB0;  
            8'h0D: inv_result = 8'hE1;  
            8'h0E: inv_result = 8'hE5;  
            8'h0F: inv_result = 8'hC7;  
            default: inv_result = gf_inverse_calc(a);
        endcase
    end
    assign result = inv_result;
    function [7:0] gf_inverse_calc;
        input [7:0] x;
        reg [7:0] result_temp;
        begin
            result_temp = (x == 8'h00) ? 8'h00 : x;
            gf_inverse_calc = result_temp;
        end
    endfunction
endmodule
module gf256_power (
    input  [7:0] base,
    input  [3:0] exp,
    output [7:0] result
);
    integer i, j;
    reg [7:0] power_result;
    reg [7:0] base_temp;
    reg [3:0] exp_temp;
    always @(*) begin
        if (exp == 4'h0) begin
            power_result = 8'h01;  
        end else if (base == 8'h00) begin
            power_result = 8'h00;  
        end else if (base == 8'h01) begin
            power_result = 8'h01;  
        end else begin
            power_result = 8'h01;
            base_temp = base;
            exp_temp = exp;
            if (exp_temp[0]) power_result = gf_mult_power(power_result, base_temp);
            base_temp = gf_mult_power(base_temp, base_temp);
            exp_temp = exp_temp >> 1;
            if (exp_temp[0]) power_result = gf_mult_power(power_result, base_temp);
            base_temp = gf_mult_power(base_temp, base_temp);
            exp_temp = exp_temp >> 1;
            if (exp_temp[0]) power_result = gf_mult_power(power_result, base_temp);
            base_temp = gf_mult_power(base_temp, base_temp);
            exp_temp = exp_temp >> 1;
            if (exp_temp[0]) power_result = gf_mult_power(power_result, base_temp);
        end
    end
    assign result = power_result;
    function [7:0] gf_mult_power;
        input [7:0] x, y;
        reg [7:0] result_temp;
        reg [7:0] x_temp;
        begin
            result_temp = 8'h00;
            x_temp = x;
            if (y[0]) result_temp = result_temp ^ x_temp;
            x_temp = (x_temp[7]) ? ((x_temp << 1) ^ 8'h1D) : (x_temp << 1);
            if (y[1]) result_temp = result_temp ^ x_temp;
            x_temp = (x_temp[7]) ? ((x_temp << 1) ^ 8'h1D) : (x_temp << 1);
            if (y[2]) result_temp = result_temp ^ x_temp;
            x_temp = (x_temp[7]) ? ((x_temp << 1) ^ 8'h1D) : (x_temp << 1);
            if (y[3]) result_temp = result_temp ^ x_temp;
            x_temp = (x_temp[7]) ? ((x_temp << 1) ^ 8'h1D) : (x_temp << 1);
            if (y[4]) result_temp = result_temp ^ x_temp;
            x_temp = (x_temp[7]) ? ((x_temp << 1) ^ 8'h1D) : (x_temp << 1);
            if (y[5]) result_temp = result_temp ^ x_temp;
            x_temp = (x_temp[7]) ? ((x_temp << 1) ^ 8'h1D) : (x_temp << 1);
            if (y[6]) result_temp = result_temp ^ x_temp;
            x_temp = (x_temp[7]) ? ((x_temp << 1) ^ 8'h1D) : (x_temp << 1);
            if (y[7]) result_temp = result_temp ^ x_temp;
            gf_mult_power = result_temp;
        end
    endfunction
endmodule
module gf256_mult (
    input  [7:0] a,
    input  [7:0] b,
    output [7:0] result
);
    wire [15:0] temp_mult;
    wire [7:0] reduced_result;
    assign temp_mult = a * b;
    wire [7:0] stage1, stage2, stage3, stage4, stage5, stage6, stage7;
    assign stage1 = temp_mult[15] ? (temp_mult[14:7] ^ 8'h1D) : temp_mult[14:7];
    assign stage2 = temp_mult[14] ? (stage1 ^ 8'h1D) : stage1;
    assign stage3 = temp_mult[13] ? (stage2 ^ 8'h0E) : stage2;
    assign stage4 = temp_mult[12] ? (stage3 ^ 8'h07) : stage3;
    assign stage5 = temp_mult[11] ? (stage4 ^ 8'h83) : stage4;
    assign stage6 = temp_mult[10] ? (stage5 ^ 8'hC1) : stage5;
    assign stage7 = temp_mult[9]  ? (stage6 ^ 8'hE0) : stage6;
    assign reduced_result = temp_mult[8] ? (stage7 ^ 8'h70) : stage7;
    assign result = reduced_result ^ temp_mult[7:0];
endmodule
==> results.cfg <==
; physical design summary
[synthesis]
ys_chip_area_um2 = 7340
syn_inst = 796
yosys.area.top_type_share_pct = 38.5
yosys_warnings = 3
synthesis.area_um2 = 7340
top_area_cell = dfrtp_1
async_flop_share_pct = 100
ys_cells = 796
synth_flops = 114
yosysSeqAreaShare_pct = 38.9
avgSynthCellArea_um2 = 9.23
synth-edff-count = 0
area_leaders = dfrtp_1, mux2_2, a222oi_1
synthDistinctLibCells = 66
flop_cell = dfrtp_1

[final_timing]
fmax_mhz = 301
min_period_over_period_pct = 65.1
drv_slew = 0
worst_slack_ns = 1.78
setup-violations-final = 0
rsz0062_at_grt = no
worst_hold_slack_ns = 0.495
fin_crit_ns = 3.32
skew_ns = 0.00628
maxSlewHeadroom_pct = 49.7
hold_viol = 0
setup_tns_ns = 0
worstMarginPinSlew_ns = 0.755

[worst_setup_path]
arrival_ns = 3.65
critPathLaunchType = flop
crit_fanout = 24
crit_type = flop to flop
cp-end-kind = flop
regToRegSetupSlack_ns = 1.78
required_ns = 5.43

[global_routing]
grt_usage_pct = 34.7
antenna_found_initial = 0
grt_max_degree = 55
grt_pass1_vias = 6688
grt_pass1_wl_um = 37800
gr-total-overflow = 0

[min_path]
hp-class = flop to flop

[clocking]
clk_latency_ns = 0.41
cts_tree = done
clk_pin_slew_ns = 0.06
postCtsSetupBuffers = 0
holdBufCountCts = 0
cts_root_buf = clkbuf_16
cts_buffers = 17
h-tree-depth = 4
post_cts_resized = 0
cts_buffer_depth = 2
clock-sinks = 114

[power_and_ir_drop]
power_mw = 6.56
leakagePower_nw = 4.08
ir_worst_vdd_mv = 0.330
powerDensity_nw_per_um2 = 685

[cells_and_area]
drive_above_1_share_pct = 14.1
final_cell_mix = clkdlybuf4s50_1, dfrtp_1, nor2_1
lay_top_count = clkdlybuf4s50_1
syn_to_final_growth_pct = 30.4
fin_cells = 1113

[placed_design]
place_inst = 1081
gp_congestion = 0.881
hpwl_um = 17100
io_buffers = 153
pre_cts_ws_ns = 1.84

[floorplan]
std_cell_rows = 43
fp.dieH_um = 123
core_area_um2 = 14100
dieWidth_um = 123
io_pins = 154
fp_util_pct = 52.1
die_area_um2 = 15200

[routing]
firstDrtPassIters = 12
wl_per_cell_um = 22.0
diodes = 0
routed_wl_um = 24500
drc_errors = 0
ant_nets = 0
num_vias = 7114
drtIter0Drc = 943
vias_per_cell = 6.39

[flow_run]
tool_warnings = 29
cap_violations = 0

[outcome]
status = completed
==> critical path, stage by stage, from the launching register on <==
cell and delay [ns]:
dfrtp_1 0.81, inv_1 0.26, ha_1 0.27, buf_4 0.23, a222oi_1 0.55, o221ai_1 0.39
xor2_1 0.26, or3_1 0.33, a21oi_1 0.14
==> per-stage QoR <==
stage	instance area, um^2	utilization [%]
finish	9580	67.9
global route	9580	67.9
CTS	9580	67.9
detailed placement	8970	63.6
global placement	8970	63.6
floorplan	7340	-
==> Yosys cell counts (all sizes together), types with 8 or more instances <==
library cell	instances
inv	65
dfrtp	113
a22o	9
mux2	73
buf	33
o21ai	41
nor2	74
mux2i	8
o22ai	9
a31oi	15
a222oi	64
a22oi	15
nor3b	10
nand2b	10
nor2b	11
a21oi	28
xor2	11
nand3	14
clkbuf	34
xnor2	8
nand2	56
nor3	9
==> layer usage <==
| layer | up-vias | routed length (um) | global-route usage (%) | part of all wire (%) |
|---|---|---|---|---|
| met5 | - | 0 | 0 | 0 |
| met4 | 0 | 979 | 12.4 | 4.0 |
| met3 | 58 | 2090 | 8.71 | 8.5 |
| met2 | 375 | 11800 | 53.1 | 48 |
| met1 | 3428 | 9710 | 49.3 | 40 |
| li1 | 3253 | - | - | - |
==> worst paths after layout <==
kind | endpoint | from | cells past startpoint
max | syndrome_0[6] | calc_cnt[0] | 8
min reg2reg | syndrome_1[0] | syndrome_1[0] | 1
min | syndrome_1[0] | syndrome_1[0] | 1
max in group asynchronous | state[5] | rst_n | 2
max reg2reg | syndrome_0[6] | calc_cnt[0] | 8
min in group asynchronous | valid_out | rst_n | 1
==> area by class of cell <==
type / count / area [um^2]
fill: 1055 / 4520
multi-input combinational: 550 / 3970
clock buffer: 21 / 450
timing repair buffer: 172 / 1670
tap: 180 / 225
sequential: 114 / 2860
inverter: 65 / 244
clock inverter: 11 / 160
==> power by group <==
| group | internal (mW) | switching (mW) |
|---|---|---|
| clock | 0.825 | 0.423 |
| combinational | 1.71 | 1.52 |
| sequential | 1.33 | 0.745 |
==> logic make-up (layout without fill, tap and decap cells) <==
logic type | Yosys count | count (layout) | synth area share (%)
buffers and inverters | 132 | 269 | 7.17
AND-OR/OR-AND | 234 | 234 | 24.3
flip-flops | 114 | 114 | 38.9
adder cells (fa/ha/maj) | 4 | 4 | 0.681
XOR/XNOR | 19 | 19 | 2.27
AND/OR/NAND/NOR | 212 | 212 | 14.2
multiplexers | 81 | 81 | 12.5
Power and IR drop assume default switching activity.
